--- design/flow/config.mk ---
export PLATFORM = sky130hd
export DESIGN_NAME = myxor
export DESIGN_NICKNAME = myxor
export VERILOG_FILES = /design/flow/design.v
export SDC_FILE = /design/flow/constraint.sdc
export NUM_CORES = 4
export LEC_CHECK = 1
export CORE_AREA = 10 10 70 70
export DIE_AREA = 0 0 80 80
--- design/flow/constraint.sdc ---
current_design myxor

set clk_period 1.0
set clk_io_pct 0.2

create_clock -name clk0 -period $clk_period

set non_clock_inputs [all_inputs -no_clocks]
set_input_delay [expr $clk_period * $clk_io_pct] -clock clk0 $non_clock_inputs
set_output_delay [expr $clk_period * $clk_io_pct] -clock clk0 [all_outputs]
--- design/flow/design.v ---
module myxor(x, y, enable, z);
   input [15:0] x, y;
	input enable;
	output reg[15:0] z;
	always @(x or y) begin
	   z = x ^ y;
		end
endmodule 
--- design/flow/run.sh ---
#!/bin/bash
# OpenROAD 26Q1-2900-gdf79404cd8, Yosys 0.63+post, stock flow scripts
make -C /OpenROAD-flow-scripts/flow DESIGN_CONFIG=/design/flow/config.mk WORK_HOME=/design/flow/orfs finish
==> impl_metrics.toml <==
# flow metrics
[layout]
flops = 0
drive_above_1_share_pct = 25.0
nClkBuffers = 0
syn2layout_area_growth_pct = 299
finalNonFillerCells = 110
seq_area_um2 = 0
logic_area_um2 = 140
nFillCells = 412

[status]
status = "complete, no violations"

[grt]
grt_remaining_overflow = 0
antenna_found_initial = 0
grt_pass1_wl_um = 1900
grt_pass1_vias = 348
grt_start_max_net_pins = 2
grt_use_total_pct = 3.88

[placed_design]
hpwlAfterDp_um = 1310
gp_congestion = 0.780
place_inst = 110
port_buffers = 48

[route]
first_pass_iters = 3
wl_per_cell_um = 12.1
num_antenna_cells = 0
drt_iter0_drc = 1
vias = 296
drc = 0
routed_wl_um = 1330
antenna_left = 0
via_per_inst = 2.69

[critical_path]
end_kind = "output pin"
worst_setup_path_start_kind = "input port"
cp_max_fo = 1
cp.required_ps = 800
cp.arrival_ps = 750
path_class = "input port to output pin"

[pwr]
power_frac_clock_pct = 0
p_int_w = 0.000131
p_sw_w = 0.0000644
switching_share_pct = 32.9
power_w = 0.000196
comb_power_share_pct = 100.0
pwr-share-seq_pct = 0
ir_drop_uv = 68.3
powerDensity_nw_per_um2 = 350
p_leak_nw = 0.299

[final_timing]
rsz0062_at_grt = "false"
max_freq_ghz = 1.06
finalClockPeriodUsage_pct = 94.7
final_max_slew_viol_count = 0
layout_min_cycle_time_ps = 947
hold_viol = 0
worst_hold_slack_ps = 765
tightest_slew_ps = 137
setup_viol = 0
max_slew_margin_pct = 90.8

[synth]
ys_types = 1
ys_cells = 16
yosysChipArea_um2 = 140
avgSynthCellArea_um2 = 8.76
yosysWarnings = 1
synth_cells = 16
syn_area_um2 = 140
ys_seq_share_pct = 0

[floorplan]
die_y_um = 80
fp_util_pct = 4.10
chip_area_um2 = 6400
io_pins = 49
core_area_um2 = 3420
dieWidth_um = 80
rows = 21

[hold_path]
hold_path_class = "input port to output pin"

[run]
maxCapViolations = 0
openroad.warnings = 33

[cts]
cts_setup_buffers = 0
cell usage in the layout (no fill, tap or decap), drive strengths merged:
cell,Yosys,layout
clkbuf,0,1
buf,0,15
xor2,16,16
dlygate4sd2,0,31
clkdlybuf4s15,0,1
kinds of logic after synthesis:
| group | share of synthesized area, % |
|---|---|
| xor+xnor | 100 |
worst max-delay path, cell delays in order:
cell,delay [ps]
clkdlybuf4s15_1,180
xor2_1,130
dlygate4sd2_1,240
power by group through the flow:
stage,logic (W),registers [W],clock network [W]
4_1_cts,0.000205,0,0
5_1_grt,0.000221,0,0
6_report,0.000196,0,0
cells in the mapped netlist:
cell	n	share of area, %
xor2_1	16	100
final cells by class:
type / instances / share of cell area (%)
repair buffers: 48 / 64.7
multi-input cells: 16 / 25.1
well taps: 46 / 10.3
repair_timing:
| item | in CTS | in global routing |
|---|---|---|
| hold buffers | 0 | 0 |
| pin swaps | 16 | 0 |
| gates resized | 86 | 1 |
| endpoints found under the setup margin | 16 | 1 |
| gates cloned | 0 | 0 |
through the flow:
stage | instance area [um^2] | util, % | worst slack, ps | setup TNS [ps]
finish | 559 | 16.4 | 53.3 | 0
global route | 559 | 16.4 | 7.38 | 0
CTS | 564 | 16.5 | 18.8 | 0
detailed placement | 678 | 19.9 | -578 | -8560
global placement | 678 | 19.9 | -571 | -8500
floorplan | 140 | - | 481 | 0
final timing paths:
kind                  start   end  slack, ps  cells past startpoint
worst max-delay path   y[1]  z[1]         50                      3
worst min-delay path   y[6]  z[6]        760                      3
layer usage:
metal / global-route usage [%] / part of all wire, % / vias up
li1: - / - / 144
met1: 5.41 / 47 / 122
met2: 5.78 / 38 / 30
met3: 1.59 / 14 / 0
met4: 0 / 0 / 0
met5: 0 / 0 / -
No activity file was given, so power comes from the tool's default toggle rates.
