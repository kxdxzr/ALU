File: flow/design.v
module myalu (p,q,addsub,r);
	input [15:0] p,q;
	input addsub;
	output reg[15:0]r;
	always @(p or q or addsub) begin
		if (addsub == 1'b1)
			r <= p+(~q)+1'b1;
		else if (addsub == 1'b0)
			r <= p+q;
		end
endmodule 
File: flow/run.sh
#!/bin/bash
# OpenROAD 26Q1-2900-gdf79404cd8, Yosys 0.63+post, stock flow scripts
make -C /OpenROAD-flow-scripts/flow DESIGN_CONFIG=/design/flow/config.mk WORK_HOME=/design/flow/orfs finish
File: flow/config.mk
export PLATFORM = sky130hd
export DESIGN_NAME = myalu
export DESIGN_NICKNAME = myalu
export VERILOG_FILES = /design/flow/design.v
export SDC_FILE = /design/flow/constraint.sdc
export NUM_CORES = 4
export LEC_CHECK = 1
export CORE_AREA = 10 10 101 101
export DIE_AREA = 0 0 111 111
File: flow/constraint.sdc
current_design myalu

set clk_period 7.3
set clk_io_pct 0.2

create_clock -name clk0 -period $clk_period

set non_clock_inputs [all_inputs -no_clocks]
set_input_delay [expr $clk_period * $clk_io_pct] -clock clk0 $non_clock_inputs
set_output_delay [expr $clk_period * $clk_io_pct] -clock clk0 [all_outputs]
==> impl_metrics.py <==
# Synthesis and PnR figures
metrics = {
    "status": {
        "status": "finished, final reports clean",
    },
    "detailed_routing": {
        "met1_length_mm": 2.671,
        "ant_nets": 0,
        "totalWireLength_mm": 5.300,
        "post_drt_wl_per_cell_um": 13.87,
        "wl_met2_mm": 2.465,
        "drt-initial-drc-count": 100,
        "num_antenna_cells": 0,
        "vias": 1806,
        "top_layer_used": "met3",
        "drtPass1Iterations": 4,
        "met3_length_um": 163,
        "drc_errors": 0,
        "via_per_inst": 4.728,
    },
    "grt": {
        "antenna_found_initial": 0,
        "grt_pass1_vias": 1741,
        "grt_usage_pct": 8.026,
        "grt_first_pass_wirelength_mm": 8.680,
        "grt_max_degree": 17,
        "grt_overflow": 0,
    },
    "final_timing": {
        "setup_viol": 0,
        "slew_viol_final": 0,
        "worst_pin_slew_ns": 0.7022,
        "finalClockPeriodUsage_pct": 80.98,
        "fmax_mhz": 169.2,
        "hold_slack_ns": 3.950,
        "rsz0062_at_grt": "false",
        "fin_tns_setup_ns": 0,
        "final_hold_viol_count": 0,
        "slew_headroom_pct": 52.58,
        "post-route-min-period_ns": 5.912,
    },
    "layout": {
        "logic_area_sq_mm": 0.001439,
        "syn_to_final_growth_pct": 36.22,
        "fillCellCount": 866,
        "register_area_sq_um": 0,
        "layout_top_cells": "clkdlybuf4s50_1, inv_1, a21oi_1, ha_1, nor2_1",
        "flops": 0,
        "finalNonFillerCells": 382,
        "lay_top_count": "clkdlybuf4s50_1",
        "nClkBuffers": 0,
        "layout-drive-gt1-share_pct": 2.527,
    },
    "synth": {
        "yosys_area_sq_mm": 0.001607,
        "ys_cells": 236,
        "synth_area_sq_mm": 0.001607,
        "avgSynthCellArea_sq_um": 6.807,
        "ys_seq_share_pct": 0,
        "yosysUniqueCellTypes": 47,
        "ys_warn_count": 1,
        "synthCells": 236,
    },
    "floorplanning": {
        "ios": 49,
        "die_y_um": 111,
        "core_area_sq_mm": 0.008134,
        "die-width_um": 111,
        "fp_util_pct": 19.75,
        "die_area_sq_mm": 0.01232,
        "rows": 33,
    },
    "worst_setup_path": {
        "cp.arrival_ns": 4.45,
        "end_kind": "primary output",
        "critPathMaxFanout": 3,
        "worstSetupPathType": "in2out",
        "start_kind": "primary input",
        "cp_data_required_time_ns": 5.84,
        "cp-startpoint": "p[0]",
    },
    "place": {
        "dp_hpwl_mm": 4.574,
        "gp_congestion": 0.8885,
        "port_buffers": 49,
        "dpl.cell_count": 382,
    },
    "clock_tree": {
        "cts_resized": 0,
        "ctsHoldBuffers": 0,
        "post_cts_buffers": 0,
    },
    "power": {
        "power_density_mw_per_mm2": 84.56,
        "p_leak_uw": 0.0009202,
        "max-vdd-ir-drop_uv": 31.03,
    },
    "job": {
        "warning_count": 47,
        "drv_cap": 0,
    },
    "worst_hold_path": {
        "hold_depth": 4,
        "holdCritPathClass": "in2out",
        "worstHoldStart": "q[0]",
    },
}
==> report_power, final <==
group / switching, uW / total [uW] / internal, uW
registers: 0 / 0 / 0
logic: 86.1 / 185 / 98.9
clock network: 0 / 0 / 0
==> stage by stage <==
step                total power (uW)  area (sq um)  worst slack [ns]  util, %
floorplan                      100.5          1607             2.655        -
global placement               187.1          2188             1.438    26.90
detailed placement             186.9          2188             1.390    26.90
CTS                            188.1          2188             1.394    26.90
global route                   206.0          2188             1.208    26.90
finish                         185.1          2188             1.388    26.90
==> Yosys cell counts, types with 2 or more instances <==
library cell | n | area (sq um)
o2111ai_1 | 2 | 17.52
or2_2 | 3 | 18.77
ha_1 | 30 | 375.4
o22ai_1 | 2 | 12.51
o21ai_0 | 10 | 50.05
nor2_1 | 20 | 75.07
nand2_1 | 9 | 33.78
nor2b_1 | 5 | 31.28
nand3_1 | 9 | 45.04
nand2b_1 | 3 | 18.77
o31ai_1 | 10 | 75.07
inv_1 | 30 | 112.6
o211ai_1 | 5 | 37.54
a211oi_1 | 5 | 37.54
xnor2_1 | 15 | 131.4
and3_1 | 2 | 12.51
fa_1 | 2 | 40.04
a21oi_1 | 30 | 150.1
a221oi_1 | 2 | 17.52
buf_2 | 5 | 25.02
nor3_1 | 6 | 30.03
buf_4 | 2 | 15.01
o21a_1 | 5 | 37.54
==> path summary, 6_finish.rpt <==
kind	endpoint	slack [ns]
max	r[14]	1.39
min	r[0]	3.95
==> critical path: stages <==
cell             delay [ns]
clkdlybuf4s50_1        0.42
ha_1                   0.25
fa_1                   0.40
nor2b_1                0.16
o211ai_1               0.33
a211oi_1               0.19
o21a_1                 0.22
o41a_1                 0.37
xnor2_1                0.14
clkdlybuf4s50_1        0.49
==> cell families after synthesis <==
logic type	count (synthesis)	synth area share [%]
buffers and inverters	41	10.43
adders and majority gates	32	25.86
and+or+nand+nor	61	18.38
muxes	1	0.6231
AOI/OAI and AO/OA	86	36.53
xor gates and xnor gates	15	8.178
==> per-layer routing <==
layer,global-route usage (%),vias to the layer above
li1,-,938
met1,11.55,825
met2,13.48,43
met3,0.5473,0
met4,0,0
met5,0,-
==> final cells by class <==
class                           instances  area share, %
Multi-Input combinational cell        195          65.75
Inverter                               32          5.489
Timing Repair Buffer                   50          22.76
Tap cell                              105          6.003
Power figures rest on the tool's default switching activity, not on a simulated workload.
