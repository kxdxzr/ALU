### design/flow/run.sh
#!/bin/bash
# OpenROAD 26Q1-2900-gdf79404cd8, Yosys 0.63+post, stock flow scripts
make -C /OpenROAD-flow-scripts/flow DESIGN_CONFIG=/design/flow/config.mk WORK_HOME=/design/flow/orfs finish
### design/flow/config.mk
export PLATFORM = sky130hd
export DESIGN_NAME = myreg
export DESIGN_NICKNAME = myreg
export VERILOG_FILES = /design/flow/design.v
export SDC_FILE = /design/flow/constraint.sdc
export NUM_CORES = 4
export LEC_CHECK = 1
export CORE_AREA = 10 10 80 80
export DIE_AREA = 0 0 90 90
### design/flow/constraint.sdc
current_design myreg

set clk_period 1.0
set clk_io_pct 0.2

create_clock -name clk0 -period $clk_period [get_ports {clk}]

set non_clock_inputs [all_inputs -no_clocks]
set_input_delay [expr $clk_period * $clk_io_pct] -clock clk0 $non_clock_inputs
set_output_delay [expr $clk_period * $clk_io_pct] -clock clk0 [all_outputs]
### design/flow/design.v
module myreg(x, clk, enable, y);
	input[15:0] x;
	input clk,enable;
	output reg[15:0] y;
	always @ (posedge clk) begin
		if (enable == 1'b1)
			y <= x;
		end
endmodule 
==> results.env <==
STATUS='completed'
SYNTH_SEQ_SHARE_PCT=100.0
CORE_REGION_AREA_UM2=4723
CLK_ROOT_BUFFER_CELL='sky130_fd_sc_hd__clkbuf_8'
HTREE_NUM_LEVELS=1
TIMING.CRITICAL_PATH.FANOUT_MAX=1
PATH_BUFFERS=1
FINAL_CELL_COUNT_NO_FILL=121
PLACED_CELLS_INCL_TAPS=118
HOLDPATHSTAGES=1
DIE.SIZE.Y_UM=90
TIMING.FINAL.CRIT_SHARE_PCT=92.25
PATH_DELAY_FAMILY='flip-flops'
IO_PINS=34
ROUTED_WL_MM=1.303
DRT_ITER0_MARKERS=9
NETLIST_INSTANCES=16
TIGHTEST_SLEW_NS=0.1057
CTS_NUM_SINKS=16
POST-ROUTE-MIN-PERIOD_NS=0.9225
SYNTH_AREA_UM2=480.5
HOLDPATHEND='y[0]'
RELSLEWSLACK_PCT=92.95
YOSYS_AREA_UM2=480.5
VDD_IR_DROP_MAX_V=0.0004020
GLOBALROUTETOTALUTIL_PCT=3.063
SYN_AVG_CELL_AREA_UM2=30.03
VIAS=297
LARGEST-REGISTER='y'
NUMPORTBUFFERS=33
WL_PER_CELL_UM=10.77
YOSYSUNIQUECELLTYPES=1
GLOBALROUTE.TOTALOVERFLOW=0
REQUIRED_NS=0.80
PATH_CLASS='flip-flop to output port'
TIMING.CRITICAL_PATH.ARRIVAL_NS=0.72
TIMING.FINAL.SETUP_VIOLATIONS=0
DETAIL_ROUTE.FIRST_PASS.ITERATIONS=2
TIMING.HOLD.WS_NS=0.5171
SLEW_VIOL_FINAL=0
WARNINGS=25
MAX_CAP_VIOL_COUNT=0
SYNTHTOLAYOUTAREAGROWTH_PCT=81.25
LARGEST_REGISTER_FF_COUNT=16
CRITPATHLAUNCHTYPE='flip-flop'
PLACE.GP.CONGESTION=0.6589
CHIP_AREA_UM2=8100
FLOORPLAN.CORE_UTIL_PCT=10.17
CRITICAL-PATH-MAX-STAGE-DELAY_NS=0.36
POWER_W=0.001373
TRITONCTS='yes'
POWER_DENSITY_nW_PER_UM2=1576
TOTAL_LEAKAGE_POWER_nW=0.3188
HOLD_BUFFERS=0
DIE_W_UM=90
FMAX_GHz=1.084
CLOCK_TREE.BUFFER_DEPTH=2
FINAL_HOLD_VIOL_COUNT=0
HP-START='x[0]'
SHARE_OF_LAYOUT_CELLS_ABOVE_DRIVE_STRENGTH_1_PCT=38.89
POSTCTSSETUPREPAIRBUFS=0
CTS-BUFFERS-INSERTED=3
GRT_MAX_DEGREE=9
GRT_PASS1_WL_MM=2.001
ROWS=25
POSTLAYOUTSETUPSLACKWORST_NS=0.07750
WORSTPATHCELLLIST='buf_2'
MULTI_INPUT_COMB_AREA_UM2=0
WORST_SETUP_HOLD_PATH_CLK_SLEW_NS=0.05
INITIAL_ANTENNA_VIOLATION_COUNT=0
HOLD_PATH.CLASS='input port to flip-flop'
PLACE_WORST_SETUP_SLACK_NS=-0.1560
POSTSYNTHREGISTERBITS=16
YOSYS-STAT-CELLS=16
VIASPERCELL=2.455
N_ANTENNA_CELL=0
ANTENNA_LEFT=0
FILL_CELLS=508
CRITICAL_PATH.ENDPOINT_TYPE='output port'
FINALCOREUTILIZATION_PCT=18.44
WORSTSETUPPATHDEPTH=1
CPMAXSTAGEDELAYCELL='sky130_fd_sc_hd__edfxtp_1'
SETUP_REPAIR_AFTER_GLOBAL_ROUTING_MISSED_ITS_MARGIN='no'
ROUTE.DETAILED.DRC=0
VIA_COUNT_OF_THE_FIRST_GLOBAL_ROUTING_PASS=370
LEADING_REGISTERS_BY_FLOP_COUNT='y: 16 flops'
YS.WARNINGS.COUNT=1
COMB.MULTI_INPUT.COUNT=0
-- layout by cell type (no fill, tap or decap) --
cell type                         count
sky130_fd_sc_hd__edfxtp_1            16
sky130_fd_sc_hd__buf_4                2
sky130_fd_sc_hd__clkdlybuf4s50_1     17
sky130_fd_sc_hd__clkbuf_8             3
sky130_fd_sc_hd__clkbuf_2             7
sky130_fd_sc_hd__buf_2                9
-- metrics by stage --
step / instance area (µm²) / TNS (ns)
2_1_floorplan: 480.5 / 0
3_3_place_gp: 909.6 / -2.449
3_5_place_dp: 909.6 / -2.458
4_1_cts: 905.9 / 0
5_1_grt: 870.8 / 0
6_report: 870.8 / 0
-- cells by family (layout without fill, tap and decap cells) --
family / count (synthesis) / in the layout / synth area share [%]
DFF: 16 / 16 / 100.0
buffers and inverters: 0 / 38 / 0
-- worst max-delay path by stage --
stage | slack [ns] | startpoint | endpoint
after CTS | 0.005 | y[12] | y[12]
after global routing | 0.02 | y[3] | y[3]
final | 0.08 | y[11] | y[11]
-- layout make-up --
type	count	area, µm²	area share, %
Clock buffer	3	41.29	4.741
Sequential cell	16	480.5	55.17
Timing Repair Buffer	35	265.3	30.46
Tap cell	67	83.83	9.626
-- cell usage after synthesis --
cell	n	share of area, %
sky130_fd_sc_hd__edfxtp_1	16	100
-- routing by layer --
metal  global-route usage, %  routed length (µm)  vias to the layer above
li1                        -                   -                      140
met1                   3.592                 505                      134
met2                   5.145                 652                       21
met3                  0.8382                  98                        2
met4                   1.326                  47                        0
met5                       0                   0                        -
-- timing repair --
item,CTS,global route
setup endpoints to repair,16,7
resized,41,7
hold endpoints to repair,0,0
-- report_power, final --
group	switching [W]	total [W]	internal, W	leakage [nW]
logic	0.0000313	0.000125	0.0000933	0.141
registers	0.0000121	0.000810	0.000797	0.157
clock network	0.000173	0.000439	0.000265	0.0216
Power is estimated from default activity; no workload was simulated.
